[./config.mk]
export PLATFORM = sky130hd
export DESIGN_NAME = booth
export DESIGN_NICKNAME = booth
export VERILOG_FILES = /design/flow/design.v
export SDC_FILE = /design/flow/constraint.sdc
export NUM_CORES = 4
export LEC_CHECK = 1
export CORE_UTILIZATION = 40
[./constraint.sdc]
current_design booth

set clk_period 23.0
set clk_io_pct 0.2

create_clock -name clk0 -period $clk_period [get_ports {clk}]

set non_clock_inputs [all_inputs -no_clocks]
set_input_delay [expr $clk_period * $clk_io_pct] -clock clk0 $non_clock_inputs
set_output_delay [expr $clk_period * $clk_io_pct] -clock clk0 [all_outputs]
[./design.v]
`timescale 1ns / 1ps
module booth(
    input clk,
    input load,
    input reset,
    input [31:0] M,  
    input [31:0] Q,  
    output reg [63:0] P  
    );
    reg signed [63:0] A = 64'b0;         
    reg signed [31:0] Q_temp = 32'b0;    
    reg signed [31:0] M_temp = 32'b0;    
    reg [4:0] Count = 5'd16;             
    reg Q_minus_one = 0;                 
    always @(posedge clk)
    begin
        if (reset == 1) 
        begin
            A = 64'b0;
            Q_minus_one = 0;
            P = 64'b0;
            Q_temp = 32'b0;
            M_temp = 32'b0;
            Count = 5'd16;
        end
        else if (load == 1)
        begin
            Q_temp = Q;
            M_temp = M;
            A = 64'b0;    
            Q_minus_one = 0;  
        end
        else if (Count > 5'd0)
        begin
            case ({Q_temp[1:0], Q_minus_one})
                3'b000, 3'b111:   
                    begin
                    end
                3'b001, 3'b010:   
                    begin
                        A = A + {{32{M_temp[31]}}, M_temp};
                    end
                3'b011:   
                    begin
                        A = A + ({{32{M_temp[31]}}, M_temp} << 1); 
                    end
                3'b100:   
                    begin
                        A = A - ({{32{M_temp[31]}}, M_temp} << 1); 
                    end
                3'b101, 3'b110:   
                    begin
                        A = A - {{32{M_temp[31]}}, M_temp}; 
                    end
            endcase
            Q_minus_one = Q_temp[1];
            Q_temp = {A[1:0], Q_temp[31:2]};   
            A = {A[63], A[63:2]};   
            Count = Count - 1'b1;
        end
        else
        begin
            Count = 5'b0;
        end
        P = {A[31:0], Q_temp};
    end
endmodule
[./run.sh]
#!/bin/bash
# OpenROAD 26Q1-2900-gdf79404cd8, Yosys 0.63+post, stock flow scripts
make -C /OpenROAD-flow-scripts/flow DESIGN_CONFIG=/design/flow/config.mk WORK_HOME=/design/flow/orfs finish
==> impl_metrics.tcl <==
# collected from the flow reports
set metrics [dict create \
    routed_wl_um 52660 \
    design.die.area_um2 41410 \
    ys_sh_mux_pct 2.527 \
    num_vias 15950 \
    core_um2 39910 \
    drv_cap 0 \
    antenna_left 0 \
    p_sw_share_pct 38.26 \
    antenna_found_initial 0 \
    seqPwrFrac_pct 35.9 \
    ys_sh_simple_pct 19.93 \
    clockBufferDepth 2 \
    hold_depth 2 \
    tns_ns 0 \
    cpLargestDelayFamily "simple AND/OR/NAND/NOR gates" \
    synth_area_um2 16240 \
    layout-drive-gt1-share_pct 5.009 \
    h-tree-depth 4 \
    crit_arrival_ns 7.31 \
    overflow 0 \
    ys_ff 196 \
    cp.required_ns 23.41 \
    dp_cells 2709 \
    n_antenna_cell 0 \
    dr.first_iter.drc_count 1221 \
    path_clk_slew_ns 0.08 \
    drcViolationCount 0 \
    cp_slowest_stage_delay_ns 0.59 \
    top_logic_kind "AND-OR/OR-AND gates" \
    p_switching_mw 0.4107 \
    top_cell_area_share_pct 24.16 \
    outcome "finished clean" \
    fp_util_pct 40.69 \
    pwr_density_cell_nw_per_um2 58.00 \
    reg2reg_depth 23 \
    end_kind "flop" \
    period_needed_ns 6.902 \
    crit_fanout 31 \
    synthDistinctLibCells 86 \
    port_buffers 130 \
    io_pins 131 \
    min_path_type "flop to flop" \
    hold_violations 0 \
    warnings 25 \
    p_comb_share_pct 34.6 \
    p_int_mw 0.6628 \
    period_used_pct 30.01 \
    power_leakage_nw 7.793 \
    timing.hold.ws_ns 0.5035 \
    area_leaders "dfxtp_1 24%, ha_1 9.9%, a21oi_1 8.8%" \
    worst_clock_skew_ns 0.01514 \
    compound_area_share_pct 30.58 \
    die_y_um 203.5 \
    fa_ha_area_share_pct 10.11 \
    track_usage_pct 25.92 \
    area_delta_synth_final_pct 13.95 \
    reg2reg_from "M_temp[0]$_SDFFE_PP0P_" \
    insertion_delay_ns 0.48 \
    cts_hold_buf 0 \
    drv_slew 0 \
    timing.hold.worst_endpoint "Count[4]$_SDFFE_PP1N_" \
    slew_headroom_pct 37.65 \
    cts_sinks 196 \
    std_cell_rows 73 \
    startpoint_type "flop" \
    final_common_cell "a21oi_1" \
    crit_top_cell "o21ai_0" \
    synthArstFlopShare_pct 0 \
    syn_inst 2168 \
    fmax_ghz 0.1449 \
    crit_buf_inv 0 \
    rrSetupSlack_ns 16.10 \
    post-cts-setup-buffer-count 0 \
    synthXorXnorAreaFrac_pct 8.304 \
    synth_warnings 1 \
    yosys.stat.seqShare_pct 24.16 \
    critPathKind "flop to flop" \
    clkPwrFrac_pct 29.4 \
    routabilityCongestion 0.9586 \
    grt_pass1_wl_um 83390 \
    grt_max_degree 62 \
    avgViaCountPerCell 5.820 \
    cp_slowest_cell "or4_1" \
    worstHoldStart "Count[4]$_SDFFE_PP1N_" \
    r2r-end "A[48]$_SDFFE_PP0N_" \
    largest_area_cell "dfxtp_1" \
    ys_cells 2168 \
    wl_per_cell_um 19.21 \
    die_w_um 203.5 \
    edf_count 0 \
    lay_top_cells "284 x a21oi_1, 224 x nand2_1, 201 x nor2_1, 196 x dfxtp_1, 154 x o21ai_0" \
    cts-root-buf "clkbuf_16" \
    grt_setup_unrepaired "no" \
    ys_area_um2 16240 \
    syn_area_per_cell_um2 7.492 \
    cts_tree "yes" \
    finalNonFillerCells 2741 \
    dpl.hpwl_um 39180 \
    dominantRegCellSynth "dfxtp_1" \
    tightest_slew_ns 0.9309 \
    path_cells "or4_1 -> nor4_2 -> nor4b_4 -> nor3b_4 -> nand2_2 -> nor3_4 -> nand2b_2 -> nor4_4 -> nand2_2 -> ha_1 -> nand2_1 -> o21ai_0 -> ha_1 -> a21oi_1 -> o21ai_0 -> a21oi_1 -> o21ai_0 -> or3b_2 -> o21ai_0 -> nor3_1 -> o21ai_0 -> or3b_2 -> a21oi_1" \
    cts.repair.resized 0 \
    setup_viol 0 \
    ir_worst_vdd_mv 0.05619 \
    cts_buffers 17 \
    firstDrtPassIters 5 \
    grt_pass1_vias 14880 \
]
-- state kept, by name, summed over array words and instances, names as in the netlist --
register,count
A,62
M_temp,32
Q_temp,32
P,64
Q_minus_one,1
Count,5
-- through the flow --
stage                     setup WS [ns]  cell area, µm²  utilization, %  power (mW)
after detailed placement          16.06           17890           44.81      0.7582
after global placement            16.11           17890           44.81      0.7588
after global routing              15.46           18510           46.37       1.135
after CTS                         16.01           18510           46.37       1.078
final                             16.10           18510           46.37       1.073
after floorplan                   17.24           16240               -      0.6483
-- cell type report --
type | instances | area (µm²)
fillers | 3922 | 21410
multi-input cells | 1790 | 11670
flip-flops and latches | 196 | 3924
repair buffers | 153 | 1466
well taps | 525 | 656.9
clock buffers | 17 | 425.4
clock inverters | 15 | 195.2
inverters | 45 | 168.9
-- worst max-delay path by stage --
stage	from	end	slack, ns	cells after the start
CTS	M_temp[0]$_SDFFE_PP0P_	A[48]$_SDFFE_PP0N_	16.01	23
global route	M_temp[0]$_SDFFE_PP0P_	A[57]$_SDFFE_PP0N_	15.46	23
finish	M_temp[0]$_SDFFE_PP0P_	A[48]$_SDFFE_PP0N_	16.10	23
-- worst reg2reg max path, delay by kind of cell, from the launching register on --
kind / cells / cell delay (ns)
flops: 1 / 0.37
simple gates: 13 / 4.05
fa+ha+maj: 2 / 0.90
compound gates: 8 / 1.50
-- routing by layer --
metal	routed length, µm	part of all wire, %	vias up	GRT usage, %
met2	22620	43	481	38.13
met5	0	0	-	0
li1	-	-	7984	-
met1	25640	49	7440	40.71
met3	3466	6.6	48	4.065
met4	938	1.8	0	4.377
-- Yosys cell counts, drive strengths merged (4+ instances only) --
cell type / number
nand4: 33
a22oi: 7
nand2b: 23
nor2: 206
nand3: 33
or3b: 4
o211ai: 9
dfxtp: 196
o311a: 4
buf: 16
a21boi: 23
nor4: 13
or4: 7
nor2b: 16
nor3b: 10
inv: 45
a221oi: 44
o31a: 23
a211oi: 10
and2: 12
o21bai: 29
a21o: 65
mux2i: 41
xor2: 64
xnor2: 90
ha: 128
and3: 13
a31o: 5
and4: 4
a21oi: 293
or2: 11
or3: 23
nor3: 43
o31ai: 18
a31oi: 26
clkbuf: 121
o2111ai: 6
o21a: 18
nand2: 226
o21ai: 157
o22ai: 4
a2111oi: 12
-- power by group through the flow --
stage / Clock [mW] / Sequential [mW] / Combinational (mW)
4_1_cts: 0.325 / 0.385 / 0.368
5_1_grt: 0.336 / 0.389 / 0.410
6_report: 0.316 / 0.385 / 0.372
-- logic make-up after synthesis --
group / Yosys count
compound gates: 783
buf+inv: 182
fa+ha+maj: 130
flops: 196
mux: 41
simple gates: 682
xor+xnor: 154
Power and IR drop assume default switching activity.
